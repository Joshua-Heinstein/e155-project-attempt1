===== design/flow/design.v =====
module debounce(
    input  logic clk,
    input  logic reset,
    input  logic button,
    output logic clean_press
);
    logic [19:0] counter;    
    logic sync0, sync1;
    always_ff @(posedge clk) begin
        if (reset) begin
            clean_press <= 0;
            counter <= 0;
            sync0 <= 0;
            sync1 <= 0;
        end else begin
            sync0 <= ~button;   
            sync1 <= sync0;
            if (clean_press == sync1)
                counter <= 0;
            else begin
                counter <= counter + 1;
                if (&counter)
                    clean_press <= sync1;
            end
        end
    end
endmodule

===== design/flow/run.sh =====
#!/bin/bash
# OpenROAD 26Q1-2900-gdf79404cd8, Yosys 0.63+post, stock flow scripts
make -C /OpenROAD-flow-scripts/flow DESIGN_CONFIG=/design/flow/config.mk WORK_HOME=/design/flow/orfs finish

===== design/flow/config.mk =====
export PLATFORM = sky130hd
export DESIGN_NAME = debounce
export DESIGN_NICKNAME = debounce
export VERILOG_FILES = /design/flow/design.v
export SDC_FILE = /design/flow/constraint.sdc
export NUM_CORES = 4
export LEC_CHECK = 1
export CORE_AREA = 10 10 81 81
export DIE_AREA = 0 0 91 91

===== design/flow/constraint.sdc =====
current_design debounce

set clk_period 2.2
set clk_io_pct 0.2

create_clock -name clk0 -period $clk_period [get_ports {clk}]

set non_clock_inputs [all_inputs -no_clocks]
set_input_delay [expr $clk_period * $clk_io_pct] -clock clk0 $non_clock_inputs
set_output_delay [expr $clk_period * $clk_io_pct] -clock clk0 [all_outputs]

==> GITHUB_STEP_SUMMARY <==
## Synthesis and layout report

| Metric | Value |
|---|---|
| Status | `finished, final reports clean` |
| Critical Path RT | `2.38 ns` |
| Worst Setup EP | `counter[16]` |
| Arrival @ worst endpoint | `2.17 ns` |
| Clock Pin Slew Worst Setup and Hold Paths | `roughly 0.07 ns` |
| Most Crowded Layer GR | `met2` |
| Vias in the first global route | `approximately 730` |
| Ant. Diodes | `0` |
| Worst R2R Setup Slack | `0.22 ns` |
| GR Util met2 | `0.0626` |
| Postcts setup bufs | `0` |
| Internal power | `roughly 0.55 mW` |
| WL/cell | `8.77 um` |
| Setup Viol. Count Final | `0` |
| Met1 Use GR | `0.0600` |
| Post-cts sizing count | `0` |
| VDD IR-drop max | `0.000373 V` |
| Final WL | `1600 um` |
| Fin crit share | `0.901` |
| Switching portion of total power | `0.190` |
| Router iterations before antenna repair | `4` |
| Tightest Hold Check Type | `flop to flop` |
| Psw | `0.130 mW` |
| Reg2reg end | `counter[16]` |
| Layout cells sized above 1 | `0.0609` |
| Reg2Reg Depth | `5` |
| Row Count | `25` |
| GP Congestion | `about 0.76` |
| Total GRT Usage | `0.0420` |
| CTS sink count | `23` |
| Top Ports | `4` |
| Yosys stat area | `976 um2` |
| Critical path type | `flop to flop` |
| Synthesized registers | `23` |
| Cells after synthesis | `110` |
| Clock Tree Root | `clkbuf_8` |
| Ys cells | `110` |
| Crit path time final | `1.98 ns` |
| Final ANT Viol Nets | `0` |
| DRC | `0` |
| CP max FO | `7` |
| Pleak | `0.339 nW` |
| Final Max Slew Viols | `0` |
| Max-cap violations | `0` |
| Iteration-0 DRC Markers | `11` |
| Vias | `719` |
| TNS Setup | `0 ns` |
| Combinational power share | `0.017` |
| Mapped Area | `976 um2` |
| Tool warnings | `25` |
| Largest net degree at the start of global routing | `18` |
| H-tree depth | `1` |
| CTS buffer count | `3` |
| Startpoint types | `flop` |
| Final Hold Viols | `0` |
| Syn. warnings | `1` |
| CTS tree | `yes` |
| Late-Pin Clk Latency | `between 0.2 and 0.3 ns` |
| Met3 usage | `0.00913` |
| CTS max path bufs | `2` |
| Final HPWL DP | `about 1100 um` |
| Tightest Pin Transition | `around 0.31 ns` |
| Syn Area/Cell | `slightly below 9 um2` |
| Clock share of power | `0.369` |
| Layout area overhead | `15.8%` |
| Die Span Y | `91 um` |
| RSZ-0062 raised after global routing | `no` |
| Worst setup EP type | `flop` |
| Power Density | `604 mW/mm2` |
| Die W | `91 um` |
| Part of the power in registers | `0.614` |
| Core ar. | `0.00482 mm2` |
| Worst R2R Start | `counter[0]` |
| Pwr Total | `a little under 0.7 mW` |
| FP Core Util | `0.203` |
| # port buffers | `3` |
| Clock Skews | `between 0.003 and 0.004 ns` |
| Yosys cell types | `25` |
| Max Fclk | `a little over 500 MHz` |
| Total grt overflow | `0` |
| Hold slack | `between 0.4 and 0.5 ns` |
| Die area | `0.00828 mm2` |
| Drt via density | `between 3 and 4` |
| First-pass GRT wire length | `around 3100 um` |
| Hold Buf Count CTS | `0` |
| Seq share, synth | `0.472` |
| Relative max-transition margin | `0.790` |
| Antenna violations before repair | `0` |
| Critical path launch point | `counter[0]` |
-- area by class of cell --
cell class / count / area, um2
inverter: 3 / 11.3
tap: 67 / 83.8
timing repair buffer: 4 / 37.5
fill: 539 / 3690
clock buffer: 4 / 45.0
multi-input combinational: 81 / 492
sequential: 23 / 460
-- worst min path at each step --
stage	startpoint	endpoint	slack (ns)	cells after the start
after CTS	sync0	sync1	0.44	1
after global routing	sync0	sync1	0.46	1
final	sync0	sync1	0.44	1
-- logic make-up (layout without fill, tap and decap cells) --
kind of cell	Yosys count	in the layout	share of synthesized area
muxes	2	2	0.0205
xor gates and xnor gates	13	13	0.117
DFF	23	23	0.472
buffers and inverters	6	11	0.0244
AOI/OAI and AO/OA	10	10	0.0564
and+or+nand+nor	55	55	0.297
adders and majority gates	1	1	0.0128
-- cells in the final DEF (no fill, tap or decap), drive strengths merged --
cell           count
clkdlybuf4s50      3
or3                6
inv                3
nor2              16
xnor2             10
nand2              6
o21ai              4
a21oi              5
xor2               3
mux2i              2
ha                 1
nor4               3
nor2b              1
buf                1
clkbuf             4
or2                1
a41o               1
dfxtp             23
nand3              8
nand4              6
nor3               3
and3               3
and2               1
or4                1
-- state kept, by name (all words and copies together) (netlist names) --
name and cells:
clean_press 1, counter 20, sync0 1, sync1 1
-- critical path, stage by stage, from the launching register on --
cell     delay (ns)
dfxtp_1        0.37
ha_1           0.21
nand3_1        0.13
or4_1          0.66
or3_1          0.38
a21oi_1        0.16
-- power by group through the flow --
stage	Combinational, mW	Sequential [mW]	Clock, mW
final	0.0113	0.419	0.252
after global routing	0.0132	0.419	0.278
after CTS	0.0117	0.419	0.265
-- per-stage QoR --
stage	instances	util	instance area, um2	setup WS, ns
finish	182	0.235	1130	0.218
global route	182	0.235	1130	0.0854
CTS	182	0.235	1130	0.222
detailed placement	178	0.225	1080	0.252
global placement	178	0.225	1080	0.306
floorplan	110	-	976	0.370
-- synth_stat cells, drive strengths merged --
cell type	instances	area [um2]
a21oi	5	25.0
a41o	1	10.0
and2	1	6.26
and3	3	18.8
clkbuf	3	12.5
dfxtp	23	460
ha	1	12.5
inv	3	11.3
mux2i	2	20.0
nand2	6	22.5
nand3	8	52.6
nand4	6	37.5
nor2	16	60.1
nor2b	1	6.26
nor3	3	15.0
nor4	3	18.8
o21ai	4	20.0
or2	1	6.26
or3	6	38.8
or4	1	7.51
xnor2	10	87.6
xor2	3	26.3
-- layer usage --
metal / share of wire / up-vias
met5: 0 / -
li1: - / 392
met1: 0.49 / 319
met2: 0.46 / 6
met4: 0.016 / 0
met3: 0.030 / 2
Power and IR drop assume default switching activity.
