[flow/constraint.sdc]
current_design slowClk

set clk_period 3.9
set clk_io_pct 0.2

create_clock -name clk0 -period $clk_period [get_ports {int_osc}]

set non_clock_inputs [all_inputs -no_clocks]
set_input_delay [expr $clk_period * $clk_io_pct] -clock clk0 $non_clock_inputs
set_output_delay [expr $clk_period * $clk_io_pct] -clock clk0 [all_outputs]
[flow/design.v]
module slowClk (
    input  logic int_osc,    
    output logic tick        
);
    logic [24:0] counter;
    always_ff @(posedge int_osc) begin
        if (counter == 23999) begin    
            counter <= 0;
            tick    <= 1'b1;           
        end else begin
            counter <= counter + 1;
            tick    <= 1'b0;
        end
    end
endmodule
[flow/run.sh]
#!/bin/bash
# OpenROAD 26Q1-2900-gdf79404cd8, Yosys 0.63+post, stock flow scripts
make -C /OpenROAD-flow-scripts/flow DESIGN_CONFIG=/design/flow/config.mk WORK_HOME=/design/flow/orfs finish
[flow/config.mk]
export PLATFORM = sky130hd
export DESIGN_NAME = slowClk
export DESIGN_NICKNAME = slowClk
export VERILOG_FILES = /design/flow/design.v
export SDC_FILE = /design/flow/constraint.sdc
export NUM_CORES = 4
export LEC_CHECK = 1
export CORE_AREA = 10 10 85 85
export DIE_AREA = 0 0 95 95
==> Slide: Implementation Results <==
Run Summary

Global route
  – Grt met1 use: 0.0561
  – Gr busiest metal: met2
  – M2 GR Usage: 0.0601
  – Global route overflow: 0
  – Vias in the first global route: between 700 and 800
  – First-pass GRT wire length: around 3 mm
  – Initial antenna violation count: 0
  – Largest net degree at the start of global routing: 14
  – Routing usage on met3: 0.00561
  – Tot GR Track Use: 0.0390

Place
  – PortBufs: 1
  – Routability cong.: roughly 0.82
  – Post-DP HPWL: roughly 1.3 mm
  – DP Worst Slack: 2.11 ns

Finish
  – Flop area: 520 um^2
  – Area grow syn2layout: 11.8%
  – Layout cells sized above 1: 0.0783
  – Logic area: between 500 and 600 um^2
  – Fillers: 604

Route
  – Via count: about 720
  – DRT Wirelength: roughly 1.7 mm
  – # diodes: 0
  – Drt first pass iters: 4
  – DRT antenna net count: 0
  – Routed length per instance: ~9 um
  – DRC Markers: 0
  – Iter 0 DRT Violations: between 40 and 50
  – Vias/cell: ~3.9

Setup path
  – Worst-path fanout max: 1
  – Setup Crit Path Kind: reg -> out
  – WP data required: 3.12 ns
  – Worst Setup End Kind: output pin
  – Kind of cell adding the most delay to the critical path: buffers and inverters
  – Worst Setup SP: tick$_DFF_P_
  – Crit-path cells: clkdlybuf4s50_1
  – CP arrival: about 1.0 ns
  – Worst path bufs/invs: 1
  – Slowest CP cell: clkdlybuf4s50_1
  – Startpoint types: register
  – R2r setup slk: approximately 2.1 ns
  – Max stage delay on crit path: about 0.45 ns
  – R2r startpoint: counter[7]$_SDFF_PN0_

Pwr
  – Worst vdd ir: about 0.12 mV
  – Pwr Density: 333 nW/um^2
  – Lkg Pwr: around 0.37 nW

Final timing
  – Worst slew margin: 0.620
  – RSZ-0062 raised after global routing: false
  – Fin Setup TNS: 0 ns
  – FMAX: ~550 MHz
  – Slew Limit Fails: 0
  – Final min period: 1.80 ns
  – Final hold violation count: 0
  – Cycle use final: 0.462
  – Fin worst setup slack: between 2 and 2.5 ns
  – Worst Skew: ~0.0010 ns
  – Final Setup Violations: 0
  – Worst Tran Pin Value: 0.568 ns

Logic synthesis
  – Share of flip-flops with an asynchronous set or reset: 0
  – Gate Count Post-Synth: 112
  – Yosys cell count: about 110
  – Ys Warns: 1
  – Syn Std Cell Area: roughly 1100 um^2
  – Yosys stat area: roughly 1100 um^2
  – Avg Cell Area, Syn: 9.84 um^2
  – Unique cell types: 23
  – Cell taking the most area after synthesis: dfxtp_1
  – Sequential area share after synthesis: 0.472
  – Top post-synthesis cells by area: dfxtp_1, xnor2_1, nor2_1
  – Post-synth EDFFs: 0
  – Post-synthesis register bit count: 26
  – Most numerous cell in the Yosys netlist: dfxtp_1
  – Main flop type: dfxtp_1
  – Area leader share: 0.472
  – Most frequent cells after synthesis: dfxtp_1, xnor2_1, nor2_1

Clocking
  – H-tree levels: 1
  – TritonCTS clock tree: done
  – Setup Buffers After CTS: 0
  – Skew-Pair Late Insertion Delay: 0.26 ns
  – Worst-path clk slew: about 0.08 ns
  – Inserted Clock Buffers: 3
  – Resized cells post-CTS: 0
  – CTS root buf: clkbuf_8
  – CTS Sinks: 26
  – Hold buffers post-CTS: 0
  – Clock Tree Buf Depth: 2

Floorplanning
  – Ports: 2
  – Die Size: roughly 9000 um^2
  – Die Height: about 95 um
  – Floorplan utilization: 0.201
  – Num rows: 27
  – CORE AREA: 5470 um^2
  – Die width: 95 um

Run
  – OpenROAD warning count: 25
  – Max Cap Violations: 0

Hold path
  – Worst Hold Class: reg -> reg
  – Hold wc startpoint: counter[24]$_SDFF_PN0_

Run status
  – Status: finished clean
## where the power goes
group,internal (mW),switching (mW),total (mW)
clock network,0.0690,0.0764,0.145
logic,0,0,0.000000137
registers,0.265,0,0.265
## routing by layer
metal  vias to the layer above  wire length [um]
met3                         2                34
met2                         3               688
li1                        392                 -
met4                         0                34
met5                         -                 0
met1                       326               926
## logic make-up (layout without fill, tap and decap cells)
kind of cell    Yosys count  count (layout)  share of synthesized area
fa+ha+maj                 1               1                     0.0113
compound gates            3               3                     0.0159
flops                    26              26                      0.472
xor+xnor                 22              22                      0.175
buf+inv                   5               8                     0.0238
simple gates             55              55                      0.302
## cells in the final DEF, fill, tap and decap left out, drive strengths merged
master         count
o31ai              1
dfxtp             26
nor2              14
or4                1
xor2               3
o21ai              2
nor3               4
clkbuf             3
and3               3
nand4              8
xnor2             19
clkdlybuf4s50      1
nand3             10
nor4               4
nor4b              2
inv                4
nand2              8
ha                 1
nor2b              1
## final cells by class
class,count,share of cell area
tap,72,0.0731
timing repair buffer,1,0.00812
clock buffer,3,0.0335
inverter,4,0.0122
multi-input combinational,81,0.451
sequential,26,0.422
## sequential cells by signal, indices dropped and copies added, names as in the netlist
name / count
tick: 1
counter: 25
## path summary, 6_finish.rpt
path                                 end  cells after the start
setup / recovery                    tick                      1
hold reg to reg   counter[24]$_SDFF_PN0_                      1
hold / removal    counter[24]$_SDFF_PN0_                      1
setup reg to reg  counter[10]$_SDFF_PN0_                      4
## through the flow
step | cells | cell area [um^2] | hold WS (ns) | utilization | power [mW]
floorplan | 112 | 1100 | 0.435 | - | 0.271
global placement | 184 | 1190 | 0.455 | 0.218 | 0.271
detailed placement | 184 | 1190 | 0.454 | 0.218 | 0.271
CTS | 187 | 1230 | 0.471 | 0.225 | 0.415
global route | 187 | 1230 | 0.490 | 0.225 | 0.423
finish | 187 | 1230 | 0.464 | 0.225 | 0.411
No activity file was given, so power comes from the tool's default toggle rates.
